`/design/flow/config.mk`:
```
export PLATFORM = sky130hd
export DESIGN_NAME = control_unit
export DESIGN_NICKNAME = control_unit
export VERILOG_FILES = /design/flow/design.v
export SDC_FILE = /design/flow/constraint.sdc
export NUM_CORES = 4
export LEC_CHECK = 1
export CORE_AREA = 10 10 70 70
export DIE_AREA = 0 0 80 80
```
`/design/flow/constraint.sdc`:
```
current_design control_unit

set clk_period 1.0
set clk_io_pct 0.2

create_clock -name clk0 -period $clk_period [get_ports {clk}]

set non_clock_inputs [all_inputs -no_clocks]
set_input_delay [expr $clk_period * $clk_io_pct] -clock clk0 $non_clock_inputs
set_output_delay [expr $clk_period * $clk_io_pct] -clock clk0 [all_outputs]
```
`/design/flow/design.v`:
```
module control_unit(speed_limit,car_speed,leading_distance,clk,rst,unlock_doors,accelerate_car);
parameter STOP = 2'b00 ;
parameter ACCELERATE = 2'b01;
parameter DECELERATE = 2'b11;
parameter MIN_DISTANCE = 7'b0101000;
input [7:0] speed_limit , car_speed;
input [6:0] leading_distance;
input clk ,rst;
output reg unlock_doors , accelerate_car;
reg cs,ns;
always @(cs) begin
    case(cs)
    STOP :begin
    unlock_doors = 1;
    accelerate_car = 1;
    end
    ACCELERATE: begin
    unlock_doors = 0;
    accelerate_car = 1;
    end
    DECELERATE: begin
    unlock_doors=0;
    accelerate_car=0;
    end
    endcase
end
always @(posedge clk or posedge rst) begin
    if(rst) begin
        cs <= STOP;
    end
    else begin
        cs <= ns;
    end
end
always @(cs,speed_limit,car_speed,leading_distance)begin
    case(cs)
    STOP:
    if (leading_distance >= MIN_DISTANCE) ns <= ACCELERATE;
    else if (leading_distance < MIN_DISTANCE) ns <= STOP;
    ACCELERATE:
    if(leading_distance >= MIN_DISTANCE && car_speed < speed_limit) ns <= ACCELERATE;
    else if (leading_distance < MIN_DISTANCE || car_speed > speed_limit) ns <= DECELERATE;
    DECELERATE:
    if(leading_distance >= MIN_DISTANCE && car_speed < speed_limit) ns <= ACCELERATE;
    else if (leading_distance < MIN_DISTANCE || car_speed > speed_limit) ns <= DECELERATE;
    else if (car_speed==0) ns <= STOP;
    endcase
end
endmodule
```
`/design/flow/run.sh`:
```
#!/bin/bash
# OpenROAD 26Q1-2900-gdf79404cd8, Yosys 0.63+post, stock flow scripts
make -C /OpenROAD-flow-scripts/flow DESIGN_CONFIG=/design/flow/config.mk WORK_HOME=/design/flow/orfs finish
```
==> results.sh <==
# flow metrics
export IMPL_status="completed"
export IMPL_switching_share=0.259
export IMPL_dp_cells=100
export IMPL_rsz0062_at_grt="false"
export IMPL_fmax_mhz=1260
export IMPL_crit_fanout=2
export IMPL_coreArea_mm2=0.00342
export IMPL_die_w_um=80
export IMPL_finalCritPeriodShare=0.794
export IMPL_groute_usage_overall=0.0285
export IMPL_pre_cts_slack_ns=-0.0574
export IMPL_synthTopCellsByArea="ha_1, inv_1, a2111oi_4, dfrtp_1, dlxtn_1"
export IMPL_synth_flops=2
export IMPL_path_cells="inv_1, dlygate4sd2_1"
export IMPL_chipArea_mm2=0.00640
export IMPL_intPower_mw=0.152
export IMPL_yosys_warnings=1
export IMPL_floorplan_core_util=0.0832
export IMPL_p_leak_nw=0.261
export IMPL_drive_above_1_share=0.0727
export IMPL_synthCells=32
export IMPL_wl_um=923
export IMPL_power_frac_comb=0.798
export IMPL_peakVddDrop_mv=0.0568
export IMPL_setup_worst_path_end_class="output pin"
export IMPL_edf_count=0
export IMPL_p_clk_frac=0
export IMPL_yosys_cell_count_top_type="inv_1"
export IMPL_wl_per_cell_um=9.14
export IMPL_maxCapViolCount=0
export IMPL_viasPerCell=2.93
export IMPL_synth_area_um2=284
export IMPL_hold_class="input pin to async pin"
export IMPL_cp_buffers_inverters=2
export IMPL_min_period_ns=0.794
export IMPL_cpPeakStageDelay_ns=0.35
export IMPL_common_cells="inv_1, ha_1"
export IMPL_critPathKind="flop to output pin"
export IMPL_die_h_um=80
export IMPL_ant_nets=0
export IMPL_antenna_found_initial=0
export IMPL_first_global_vias=354
export IMPL_insertedDiodeCount=0
export IMPL_syn_avg_cell_area_um2=8.88
export IMPL_io_pins=27
export IMPL_yosys_cells=32
export IMPL_yosysUniqueCellTypes=16
export IMPL_path_delay_family="flip-flops"
export IMPL_postCtsHoldBufs=0
export IMPL_num_rows=21
export IMPL_arrival_ns=0.59
export IMPL_pwr_share_seq=0.202
export IMPL_place_hpwl_um=894
export IMPL_hold_ws_ns=0.353
export IMPL_ys_chip_area_um2=284
export IMPL_setup_viol=0
export IMPL_drt_pass1_iter_count=1
export IMPL_clk_pin_slew_worst_paths_ns=0
export IMPL_unclocked_regs=1
export IMPL_slew_viol_final=0
export IMPL_nFillCells=380
export IMPL_drc_errors=0
export IMPL_vias=296
export IMPL_fin_ws_ns=0.206
export IMPL_openroad_warnings=31
export IMPL_drt_first_iter_violations=0
export IMPL_unconstrained_endpoints=2
export IMPL_grt_pass1_wl_um=1500
export IMPL_port_buffers=22
export IMPL_synth_top_area_share=0.352
export IMPL_grt_ovfl_total=0
export IMPL_async_reset_ff_frac=0.500
export IMPL_cpMaxStageDelayCell="dfrtp_1"
export IMPL_report_final_hold_viol_count=0
export IMPL_cp_data_required_time_ns=0.80
export IMPL_crit_path_start_kind="flop"
export IMPL_gp_congestion=0.731
export IMPL_p_sw_mw=0.0530
export IMPL_p_total_mw=0.205
export IMPL_area_growth_syn_to_layout_pct=100
export IMPL_instances_no_fill=101
export IMPL_final_util=0.166
export IMPL_ys_dominant_reg_cell="dlxtn_1"
export IMPL_yosys_area_top_type="ha_1"
export IMPL_critPathLaunch="cs"
export IMPL_powerDensity_mw_per_mm2=361
export IMPL_grt_max_degree=3
## routing by layer
| layer | share of wire | wire length, um | track usage | up-vias |
|---|---|---|---|---|
| met5 | 0 | 0 | 0 | - |
| met4 | 0 | 0 | 0 | 0 |
| met3 | 0.072 | 66 | 0.00568 | 0 |
| met2 | 0.54 | 499 | 0.0562 | 11 |
| met1 | 0.39 | 357 | 0.0319 | 132 |
| li1 | - | - | - | 153 |
## placed cells by master (no fill, tap or decap)
cell	synthesis	layout
dlxtn_1	1	1
dfrtp_1	1	1
or3_1	1	1
nor2b_1	1	1
conb_1	1	1
inv_1	10	10
buf_4	1	2
a2111oi_4	1	1
and4_1	1	1
nand3_1	1	1
o2111ai_1	1	1
clkdlybuf4s50_1	0	21
dlygate4sd2_1	0	1
or4_4	1	1
nor3_1	1	1
o21a_1	1	1
a22o_1	1	1
ha_1	8	8
## logic make-up after synthesis
family | synth area share
and+or+nand+nor | 0.150
latches | 0.0528
other | 0.0132
adders and majority gates | 0.352
AOI/OAI and AO/OA | 0.185
buffers and inverters | 0.159
DFF | 0.0881
## through the flow
step | setup TNS (ns) | instance area, um2
global route | 0 | 568
CTS | 0 | 568
finish | 0 | 568
detailed placement | -0.0574 | 562
global placement | -0.0572 | 562
floorplan | 0 | 284
## flip-flops by register name, summed over array words and instances (netlist names)
register,cells
cs,1
ns,1
## cell type report
class | instances | area (um2) | share of cell area
repair buffers | 24 | 234 | 0.412
inverters | 10 | 37.5 | 0.0661
flip-flops and latches | 2 | 40.0 | 0.0705
multi-input cells | 19 | 199 | 0.350
well taps | 46 | 57.6 | 0.101
## power by group through the flow
stage / Combinational, mW / Clock (mW) / Sequential [mW]
5_1_grt: 0.182 / 0 / 0.0413
4_1_cts: 0.168 / 0 / 0.0413
6_report: 0.164 / 0 / 0.0413
## worst paths after layout
kind / to / slack (ns) / cells after the start
setup / recovery: unlock_doors / 0.21 / 2
min in group clk0: unlock_doors / 0.79 / 2
max in group asynchronous: cs / 0.56 / 2
hold / removal: cs / 0.35 / 2
## what timing repair did
action,4_1_cts,5_1_grt
buffers inserted,1,0
gates resized,1,0
endpoints found under the setup margin,1,0
No activity file was given, so power comes from the tool's default toggle rates.
