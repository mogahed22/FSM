`design/flow/design.v`:
```
module detector010 (clk,xin,rst,y,count);
parameter idle = 2'b00 ;
parameter zero = 2'b01;
parameter one = 2'b10;
parameter store = 2'b11;
input clk,rst,xin;
output reg y;
output reg [9:0] count;
reg [1:0]cs,ns;
always @(posedge clk or posedge rst) begin
    if (rst) begin
        cs <= idle;
        count <= 0;
    end
    else cs <= ns;
end
always @(cs,xin)begin
    case (cs)
        idle: begin
        if (xin) ns = cs;
        else ns = zero;
        end
        zero: begin
        if(!xin) ns = cs;
        else ns = one;
        end
        one: begin
        if(xin) ns = idle;
        else ns = store;
        end
        store: begin
        if(xin) ns = idle ;
        else ns = zero;
        end
    endcase
end
always @(cs)begin
    case(cs)
        idle: y = 0;  
        zero: y=0;   
        one : y=0; 
        store:begin
        y=1;  count <= count +1 ;
        end
    endcase
end
endmodule
```
`design/flow/run.sh`:
```
#!/bin/bash
# OpenROAD 26Q1-2900-gdf79404cd8, Yosys 0.63+post, stock flow scripts
make -C /OpenROAD-flow-scripts/flow DESIGN_CONFIG=/design/flow/config.mk WORK_HOME=/design/flow/orfs finish
```
`design/flow/config.mk`:
```
export PLATFORM = sky130hd
export DESIGN_NAME = detector010
export DESIGN_NICKNAME = detector010
export VERILOG_FILES = /design/flow/design.v
export SDC_FILE = /design/flow/constraint.sdc
export NUM_CORES = 4
export LEC_CHECK = 1
export CORE_AREA = 10 10 70 70
export DIE_AREA = 0 0 80 80
```
`design/flow/constraint.sdc`:
```
current_design detector010

set clk_period 1.1
set clk_io_pct 0.2

create_clock -name clk0 -period $clk_period [get_ports {clk}]

set non_clock_inputs [all_inputs -no_clocks]
set_input_delay [expr $clk_period * $clk_io_pct] -clock clk0 $non_clock_inputs
set_output_delay [expr $clk_period * $clk_io_pct] -clock clk0 [all_outputs]
```
==> summary.txt <==
DP Area - 260.3 µm²
Filler cells - 415
Pint - 0.3149 mW
most frequent logic cell in the layout - conb_1
Clock Latency Late Sink - 240 ps
CP arrival - 840 ps
Unique cell types - 10
Root Buffer Master - clkbuf_4
core area - 0.003416 mm²
clock share of power - 0.508
CTS clk-pin slew, worst paths - 40 ps
max incr delay on CP - 360 ps
via count of the first global-routing pass - 163
floorplan row count - 21
cells after synthesis - 21
Syn Std Cell Area - 214.0 µm²
R2R Path End - cs[0]$_DFF_PP1_
most numerous logic cells after layout - conb_1 (10), clkbuf_4 (3), dfrtp_1 (3)
IO Port Bufs - 3
antenna-violating nets left - 0
antenna violations before repair - 0
die height - 80 µm
CP Launch Type - flop
VDD IR max - 355.4 µV
sw frac - 0.2112
slowest stage cell, crit path - dfrtp_1
Max Cap Viol - 0
cell type with the largest total area - buf_4
Registers, synthesis - 4
CP Cell Sequence - dlygate4sd2_1
area grow syn2layout - 36.84%
first-pass GRT wire length - 662 µm
RD Place Congestion - 0.5779
Crit Path Class - flop to output pin
CTS tree - done
final period utilization - 0.9632
Largest register FFs - 4
aggregate global routing overflow - 0
R2R depth - 2
max frequency - 943.9 MHz
Final Hold Viols - 0
Logic pwr share - 0.073
Max clock buf depth - 2
crit path max fanout - 2
sequential share of power - 0.419
hold_buf cts - 0
largest net degree at the start of global routing - 5
buffers plus inverters on the worst setup path - 1
ys cells - 21
cell family with most CP delay - flip-flops
largest register by flop count - cs
gr usage total - 0.01228
Post-Route Utilization - 0.08571
vias per cell - 1.676
dpl hpwl - 330.1 µm
OpenROAD warnings - 25
status - complete, no violations
unrepaired setup endpoints after global routing - false
Setup violations, final - 0
top flop regs - cs (4)
WP data required - 880 ps
critical path capture point type - output pin
r2r setup slk - 300 ps
diode count - 0
NetSw - 0.08432 mW
final setup TNS - 0 ps
YS chip area - 214.0 µm²
Inserted Clock Buffers - 3
design area - 292.8 µm²
DR WL/cell - 5.459 µm
drt total wl - 404 µm
critical path depth - 1
Ys Warns - 31
Seq share, synth - 0.4737
Setup crit start - cs[3]$_DFF_PP0_
Clock Sinks - 4
IO Pins - 14
Initial DRC Count - 0
Synth area leaders - buf_4 (35%), dfrtp_1 (35%), dfstp_2 (12%)
CTS H-tree depth - 1
Initial DRT Pass Iterations - 1
Critical R2R Launch - cs[3]$_DFF_PP0_
layout cells sized above 1 - 0.1786
CP endpoint - y
fp util - 0.06264
die boundary width - 80 µm
Final Skew - 3.194 ps
min-delay worst type - input pin to asynchronous set/reset pin
via count - 124
Synth top area share - 0.3509
die area - 0.006400 mm²
Synth Area per Inst - 10.19 µm²
clock period minus worst slack - 1059 ps
P_leak - 0.1364 nW
# DRC - 0
Max Slew Vio Count - 0
pwr/cell area - 1364 mW/mm²
per-layer routing:
layer	wire, µm	track usage	share of wire	vias to the layer above
met5	0	0	0	-
met4	0	0.003521	0	0
li1	-	-	-	60
met2	236	0.02006	0.58	5
met3	16	0.006818	0.040	0
met1	151	0.01332	0.37	59
worst min path at each step:
stage                 from  cells after the start  slack (ps)         endpoint
final                  rst                      2         160  cs[1]$_DFF_PP0_
after global routing   rst                      2         180  cs[1]$_DFF_PP0_
after CTS              rst                      2         150  cs[1]$_DFF_PP0_
layout make-up:
cell class                      instances  area (µm²)  area share
Sequential cell                         4       101.3      0.3462
Multi-Input combinational cell         15       67.56      0.2308
Timing Repair Buffer                    4       36.28      0.1239
Inverter                                1       3.754     0.01282
Tap cell                               46       57.56      0.1966
Clock buffer                            4       26.28     0.08974
worst reg2reg max path, delay by kind of cell (launching register included):
kind / cells / cell delay (ps)
flops: 1 / 360
buf+inv: 1 / 140
compound gates: 1 / 220
kinds of logic after synthesis:
group / Yosys count / synth area share
AOI/OAI and AO/OA: 1 / 0.04094
DFF: 4 / 0.4737
and+or+nand+nor: 4 / 0.09941
other: 1 / 0.01753
buffers and inverters: 11 / 0.3684
synth_stat cells:
master / instances
buf_4: 10
and2_1: 1
nor2b_1: 1
dfstp_2: 1
o31a_1: 1
nor3_1: 1
conb_1: 1
nor2_1: 1
dfrtp_1: 3
inv_1: 1
through the flow:
| step | instances | total power [mW] | worst slack, ps | hold slack, ps |
|---|---|---|---|---|
| after detailed placement | 69 | 0.1991 | 54.20 | 409.9 |
| after floorplan | 30 | 0.2062 | 394.0 | -14.64 |
| after global placement | 69 | 0.1983 | 60.87 | 407.4 |
| after CTS | 74 | 0.4149 | 28.50 | 146.5 |
| final | 74 | 0.3992 | 40.52 | 161.7 |
| after global routing | 74 | 0.4378 | 4.520 | 175.2 |
power by group through the flow:
stage	sequential [mW]	combinational (mW)	clock [mW]
after CTS	0.167	0.0310	0.217
final	0.167	0.0293	0.203
after global routing	0.168	0.0351	0.235
what timing repair did:
item,4_1_cts,5_1_grt
setup buffers,1,0
gates resized,1,0
endpoints found under the setup margin,1,0
Power and IR drop assume default switching activity.
