[/design/flow/run.sh]
#!/bin/bash
# OpenROAD 26Q1-2900-gdf79404cd8, Yosys 0.63+post, stock flow scripts
make -C /OpenROAD-flow-scripts/flow DESIGN_CONFIG=/design/flow/config.mk WORK_HOME=/design/flow/orfs finish
[/design/flow/config.mk]
export PLATFORM = sky130hd
export DESIGN_NAME = gray_counter_2bit
export DESIGN_NICKNAME = gray_counter_2bit
export VERILOG_FILES = /design/flow/design.v
export SDC_FILE = /design/flow/constraint.sdc
export NUM_CORES = 4
export LEC_CHECK = 1
export CORE_AREA = 10 10 70 70
export DIE_AREA = 0 0 80 80
[/design/flow/constraint.sdc]
current_design gray_counter_2bit

set clk_period 1.2
set clk_io_pct 0.2

create_clock -name clk0 -period $clk_period [get_ports {clk}]

set non_clock_inputs [all_inputs -no_clocks]
set_input_delay [expr $clk_period * $clk_io_pct] -clock clk0 $non_clock_inputs
set_output_delay [expr $clk_period * $clk_io_pct] -clock clk0 [all_outputs]
[/design/flow/design.v]
module gray_counter_2bit (
    input clk,       
    input reset,     
    output reg [1:0] y 
);
parameter A = 2'b00;
parameter B = 2'b01;
parameter C = 2'b10;
parameter D = 2'b11;
reg [1:0]cs,ns;
reg [1:0] binary_count;
always @(posedge clk or posedge reset) begin
    if (reset) begin
        binary_count <= 2'b00;  
    end else begin
            case (binary_count)
            A: y <= A;
            B: y <= B;
            C: y <= D;
            D: y <= C;
            default: y <= 2'b00; 
        endcase
        if (binary_count == 2'b11) begin
            binary_count <= 2'b00; 
        end else begin
            binary_count <= binary_count + 1; 
        end
    end
end
always @(posedge clk or posedge reset)begin
    if(reset) cs <= A;
    else cs <= ns;
end
always @(cs,y) begin
    case(cs)
    A: if(y==B) ns <= B;
    B: if(y==C) ns <= C;
    C: if(y==D) ns <= D;
    D: ns <= A;
    endcase
end
endmodule
==> flow_summary.json <==
{
  "htreeDepth": 1,
  "placed_area_um2": 244,
  "ys_ff": 4,
  "post_layout_nonfiller_instances": 63,
  "grt-ovfl-total": 0,
  "dieHeight_um": 80,
  "vdd_drop_max_v": 0.000129,
  "synth-cells-yosys": 11,
  "grt_max_degree": 5,
  "viasPerCell": 1.46,
  "grt_pass1_vias": 99,
  "finalHoldViolations": 0,
  "ioPinCount": 4,
  "core_area_mm2": 0.00342,
  "die_w_um": 80,
  "fin_tns_setup_ns": 0,
  "grt_pass1_wl_um": 420,
  "synth_cells": 11,
  "criticalPathCategory": "reg -> reg",
  "rsz0062_at_grt": "false",
  "fin_crit_sh_pct": 89.0,
  "cts_setup_buffers": 0,
  "path_clk_slew_ns": 0.04,
  "cts_buffer_depth": 2,
  "arrival_ns": 1.05,
  "leakage_nw": 0.118,
  "setup_violations": 0,
  "status": "complete, no violations",
  "clock_latency_ns": 0.24,
  "ant_nets": 0,
  "drc_errors": 0,
  "initial_core_util_pct": 4.58,
  "yosysTopAreaCellShare_pct": 38.4,
  "worst_pin_slew_ns": 0.149,
  "wl_um": 281,
  "cts_resized": 2,
  "antenna_found_initial": 0,
  "hp-class": "in -> async",
  "dp_hpwl_um": 226,
  "finalMaxSlewViolations": 0,
  "via_count": 92,
  "cp-start-kind": "flop",
  "rows": 21,
  "synth_area_um2": 156,
  "fin_area_um2": 264,
  "cts-buffers-inserted": 3,
  "drive_gt1_share_pct": 17.6,
  "cts_num_sinks": 4,
  "die-area_mm2": 0.00640,
  "p_per_area_mw_per_mm2": 1230,
  "ys_types": 6,
  "ys_chip_area_um2": 156,
  "yosys-top-cells-area": "edfxtp_1, dfrtp_1, ha_1",
  "first_pass_iters": 2,
  "skew_ns": 0.00473,
  "slew_headroom_pct": 90.0,
  "critPathCaptureType": "flop",
  "ys_seq_share_pct": 70.4,
  "diodes": 0,
  "avgSynthCellArea_um2": 14.2,
  "grtUsageTotal_pct": 1.02,
  "final_cell_mix": "inv_1, clkbuf_4",
  "period_minus_slack_ns": 1.07,
  "crit_required_ns": 1.19,
  "root_buffer": "clkbuf_4",
  "cap_violations": 0,
  "cp_max_fo": 3,
  "dp.cells": 60,
  "power_w": 0.000325,
  "yosysWarningCount": 1,
  "synth_area_leader_cell": "edfxtp_1",
  "portBuffers": 3,
  "max_freq_mhz": 936,
  "post_drt_wl_per_cell_um": 4.46,
  "warnings": 26,
  "tritoncts": "yes",
  "ctsHoldBuffers": 0,
  "gp_congestion": 0.579,
  "syn_to_final_growth_pct": 68.8,
  "drt-initial-drc-count": 2
}
-- registers in the layout, indices dropped and copies added, names as in the netlist --
signal,cells
binary_count,2
y,2
-- where the power goes --
| part | total [W] | internal (W) | switching [W] |
|---|---|---|---|
| sequential | 0.000147 | 0.000147 | 0.000000352 |
| combinational | 0.00000788 | 0.00000492 | 0.00000296 |
| clock | 0.000170 | 0.000112 | 0.0000582 |
-- cell type report --
cell class,instances,area (um2)
clock buffer,3,22.5
fill,402,3150
inverter,3,11.3
multi-input combinational,4,35.0
sequential,4,110
tap,46,57.6
timing repair buffer,3,27.5
-- path summary, 6_finish.rpt --
check | to | cells after the start | slack (ns) | start
worst min-delay path | binary_count[0]$_DFF_PP0_ | 2 | 0.18 | reset
worst max-delay path | y[1]$_DFFE_PN_ | 2 | 0.13 | binary_count[0]$_DFF_PP0_
worst min register to register | binary_count[0]$_DFF_PP0_ | 1 | 0.45 | binary_count[0]$_DFF_PP0_
max in group asynchronous | binary_count[1]$_DFF_PP0_ | 2 | 0.87 | reset
worst max register to register | y[1]$_DFFE_PN_ | 2 | 0.13 | binary_count[0]$_DFF_PP0_
min in group clk0 | binary_count[0]$_DFF_PP0_ | 1 | 0.45 | binary_count[0]$_DFF_PP0_
-- critical path: stages (launching register included) --
cell	delay, ns
dfrtp_1	0.39
ha_1	0.21
or2_1	0.22
-- through the flow --
stage                     worst slack [ns]  hold WS (ns)  util, %
after global placement               0.124         0.434     7.14
after floorplan                      0.165       0.00455        -
after global routing                0.0890         0.182     7.73
after CTS                            0.109         0.174     7.73
after detailed placement             0.118         0.432     7.14
final                                0.132         0.180     7.73
-- synth_stat cells --
library cell / count
edfxtp_1: 2
ha_1: 2
nor2_1: 1
dfrtp_1: 2
inv_1: 3
or2_1: 1
-- cell families after synthesis --
family,Yosys count,synth area share (%)
buffers and inverters,3,7.20
adder cells (fa/ha/maj),2,16.0
AND/OR/NAND/NOR,2,6.40
flip-flops,4,70.4
-- per-layer routing --
| layer | global-route usage [%] | vias up | wire length [um] |
|---|---|---|---|
| li1 | - | 46 | - |
| met1 | 0.737 | 43 | 113 |
| met2 | 1.04 | 3 | 105 |
| met3 | 2.16 | 0 | 63 |
| met4 | 0.176 | 0 | 0 |
| met5 | 0 | - | 0 |
No activity file was given, so power comes from the tool's default toggle rates.
